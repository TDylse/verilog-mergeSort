File: /design/flow/run.sh
#!/bin/bash
# OpenROAD 26Q1-2900-gdf79404cd8, Yosys 0.63+post, stock flow scripts
make -C /OpenROAD-flow-scripts/flow DESIGN_CONFIG=/design/flow/config.mk WORK_HOME=/design/flow/orfs finish
File: /design/flow/config.mk
export PLATFORM = sky130hd
export DESIGN_NAME = fifoMerge_regFile
export DESIGN_NICKNAME = fifoMerge_regFile
export VERILOG_FILES = /design/flow/design.v
export SDC_FILE = /design/flow/constraint.sdc
export NUM_CORES = 4
export LEC_CHECK = 1
export CORE_AREA = 10 10 89 89
export DIE_AREA = 0 0 99 99
File: /design/flow/constraint.sdc
current_design fifoMerge_regFile

set clk_period 3.3
set clk_io_pct 0.2

create_clock -name clk0 -period $clk_period [get_ports {clock}]

set non_clock_inputs [all_inputs -no_clocks]
set_input_delay [expr $clk_period * $clk_io_pct] -clock clk0 $non_clock_inputs
set_output_delay [expr $clk_period * $clk_io_pct] -clock clk0 [all_outputs]
File: /design/flow/design.v
module fifoMerge_regFile  (clock, reset, req_data1, FIFO1_full, FIFO1_empty, dataIn1, 
                               req_data2, FIFO2_full, FIFO2_empty, dataIn2, dataOut, push_dataOut,count);
parameter width = 8;
parameter depth = 4;
parameter depth2 = (depth+depth);
input clock;
input reset;
input [width-1 : 0] dataIn1, dataIn2;							 
input FIFO1_full,FIFO2_full,FIFO1_empty,FIFO2_empty;             
output [width-1 : 0] dataOut;
output req_data1,req_data2;                                      
output push_dataOut;                                             
output [4:0] count;                           
reg [width-1 : 0] dataOut;
reg req_data1,req_data2;
reg [4:0] count;
parameter [1:0]   
  S0 = 2'b00,    
  S1 = 2'b01;    
reg [2:0] current_state, next_state;
reg push_dataOut;
always@(posedge clock or negedge reset)
  if (!reset) 
     begin
	   current_state <= S0;
	   count <=0;
	 end
  else 
    begin
	  current_state <= next_state;
	  count <= count + (!req_data1 | !req_data2);
	end
always@(*)
 begin
   case (current_state)
     S0: begin                                       
          dataOut = 8'b00000000;
		  push_dataOut = 1'b0;
		  req_data1 = 1; req_data2 = 1;
          if (FIFO1_full & FIFO2_full)
		    next_state <= S1;                      
	      else 
		    next_state <= S0;
		  end
     S1: begin                                      
	       if (count >=  (depth2-1))
             next_state <= S0;
           else			 
		     next_state <= S1;
           if (!FIFO1_empty & !FIFO2_empty)        
	         begin
	          if (dataIn1 < dataIn2)
	            begin
				 dataOut = dataIn1;
				 push_dataOut = 1'b1;             
				 req_data1 = 0;
				 req_data2 = 1;
		        end
			  else
			    begin  
			     dataOut = dataIn2;
				 push_dataOut = 1'b1;
			     req_data1 = 1;
			     req_data2 = 0;
			     end
			 end	 
			else                                 
                begin
                  if (FIFO1_empty)
				    begin
					  dataOut = dataIn2;
					  push_dataOut = 1'b1;
			          req_data1 = 1;
			          req_data2 = 0;
			        end
				  else
				     begin
	                   dataOut = dataIn1;
					   push_dataOut = 1'b1;
				       req_data1 = 0;
				       req_data2 = 1;
		             end
		        end
		 end
    default:
			begin
			push_dataOut = 1'b0; 	 
			dataOut = 8'b00000000;
			req_data1 = 1;
			req_data2 = 1;
			next_state <= S0;
			end		 
	  endcase
end
 endmodule
==> job_summary.md <==
### Metrics collected by this job

| Metric | Value |
|---|---|
| Outcome | `finished clean` |
| Routed len/inst | `10.35 um` |
| Overall power | `479.1 uW` |
| Max incr delay on CP | `around 0.48 ns` |
| Synth cell types | `23` |
| CTS root buf | `clkbuf_8` |
| Total GRT Usage | `slightly below 4%` |
| Die Size | `between 9000 and 10000 sq um` |
| CP Buf/Inv Count | `5` |
| First drt pass iteration count | `2` |
| Worst min path class | `reg -> reg` |
| Worst r2r dst | `count[4]$_DFF_PN0_` |
| Setup CP Type | `in -> out` |
| Yosys Chip Area | `~640 sq um` |
| WL final | `approximately 2000 um` |
| Final period util | `97.78%` |
| Hold wc startpoint | `count[4]$_DFF_PN0_` |
| Setup crit end kind | `output pin` |
| Log Warnings | `26` |
| Synth Cell Area | `around 640 sq um` |
| # hold bufs at CTS | `0` |
| First-pass GRT wire length | `about 3400 um` |
| Crit-path cells | `clkdlybuf4s50_1 -> inv_1 -> ha_4 -> nand4_1 -> nor3_2 -> a221oi_2 -> buf_4 -> buf_4 -> nand2b_1 -> dlygate4sd2_1` |
| Worst-case reg-to-reg path depth | `4` |
| Avg Cell Area, Syn | `~8.4 sq um` |
| Startpoint types | `input pin` |
| Critical path required time | `approximately 2.6 ns` |
| Fin area | `about 1200 sq um` |
| Ant diodes | `0` |
| VDD IR-drop max | `about 0.00013 V` |
| Vias in the first global route | `723` |
| Post-synth seq share | `27.70%` |
| Cts bufs inserted | `3` |
| Via count | `between 600 and 700` |
| Arrival time of the worst setup path | `approximately 2.6 ns` |
| RSZ-0062 raised after global routing | `true` |
| Power Density | `390.7 nW/um^2` |
| Cell leakage power | `0.0005186 uW` |
| Clock slew seen by the registers of the worst setup and hold paths | `0.04 ns` |
| Clk buf depth | `2` |
| Layout cells sized above 1 | `a little over a quarter` |
| WHS Path Cells | `1` |
| Initial DRC Count | `11` |
| Worst-path maximum fanout | `3` |
| Fill cells | `652` |
| Peak Freq | `a little over 0.3 GHz` |
| Seq cells post-synth | `7` |
| GP Congestion | `slightly below 0.8` |
| Pin count of the biggest net entering global routing | `23` |
| Final Hold Fails | `0` |
| Slowest-stage cell, CP | `clkdlybuf4s50_1` |
| Port Buf Inserts | `37` |
| Antenna-violating nets left | `0` |
| Post-layout min period | `~3.2 ns` |
| Area Overhead vs Synth | `92.53%` |
| Max-slew violation count | `0` |
| Ys cells | `between 70 and 80` |
| Clk sinks | `7` |
| Crit path top cell by count | `buf_4` |
| Clk Latency, worst-skew pair | `approximately 0.22 ns` |
| Skew final | `~0.0018 ns` |
| Syn Inst Count | `76` |
| Hpwl dp | `approximately 1700 um` |
| Hold Path End | `count[4]$_DFF_PN0_` |
| Placement Cell Area | `around 1100 sq um` |
| Synth Warn # | `1` |
| Number of max-cap violations | `0` |
| Slew HR | `~53%` |
| Worst slew pin tran | `slightly above 0.7 ns` |
| H-tree depth | `1` |
| Initial Utilization | `roughly a tenth` |
| RR Startpoint | `current_state[1]$_DFF_PN0_` |
| Largest delay share family, worst path | `buffers and inverters` |
| DRC viols | `0` |
| Area of the core | `5991 sq um` |
| I/O Pins | `38` |
| Initial antenna violation count | `0` |
| Die width | `just under 100 um` |
| Row cnt | `28` |
| Grt ovf | `0` |
| Via density | `~3.4` |
| Reg-to-reg slack, setup | `~1.7 ns` |
| TritonCTS clock tree | `done` |
| Die Y | `99 um` |
| Final tally of setup violations | `0` |
-- layer usage --
layer | share of wire, % | global-route usage, %
met3 | 5.7 | 1.128
met4 | 0.92 | 0.6615
met2 | 48 | 6.663
met1 | 45 | 4.958
met5 | 0 | 0
-- flip-flops by register name, indices dropped and copies added (netlist names) --
register,cells
count,5
current_state,2
-- worst max-delay path by stage --
stage,slack [ns],start,cells past startpoint,endpoint
4_1_cts,0.003,dataIn2[3],10,dataOut[2]
5_1_grt,-0.04,dataIn2[7],10,req_data2
6_report,0.07,dataIn2[7],10,req_data2
-- power by group --
group          total (uW)  switching, uW  leakage [uW]  internal (uW)
clock network         118           34.3     0.0000228           83.3
logic                 189           54.7      0.000412            134
registers             173           46.2     0.0000835            127
-- Yosys cell counts --
| library cell | count | share of area, % |
|---|---|---|
| o21ai_1 | 1 | 0.79 |
| nand4_1 | 1 | 0.98 |
| xor2_1 | 1 | 1.4 |
| a22o_1 | 1 | 1.4 |
| inv_1 | 9 | 5.3 |
| o21ai_0 | 2 | 1.6 |
| a21oi_1 | 2 | 1.6 |
| ha_1 | 9 | 18 |
| dfrtp_1 | 6 | 24 |
| nand2b_1 | 1 | 0.98 |
| a311o_1 | 1 | 1.6 |
| a221oi_2 | 1 | 2.4 |
| nand3_1 | 3 | 2.4 |
| a211oi_2 | 1 | 2.0 |
| dfstp_2 | 1 | 4.1 |
| nor3_1 | 1 | 0.79 |
| nor2b_1 | 1 | 0.98 |
| clkbuf_1 | 2 | 1.2 |
| nand2_1 | 20 | 12 |
| buf_6 | 1 | 1.8 |
| mux2i_1 | 8 | 13 |
| xnor2_1 | 2 | 2.8 |
| nor2_1 | 1 | 0.59 |
-- metrics by stage --
stage               setup TNS, ns  utilization [%]  setup WS [ns]  cells  hold slack, ns
CTS                             0            20.55       0.002756    198          0.5163
global placement           -2.612            18.57        -0.3067    189          0.5082
floorplan                       0                -         0.8099     76          0.3644
finish                          0            20.47        0.07334    199          0.5067
detailed placement         -3.023            18.57        -0.3523    189          0.5116
global route             -0.03839            20.47       -0.03839    199          0.5515
-- area by class of cell --
| cell class | instances | area, sq um | area share (%) |
|---|---|---|---|
| Multi-Input combinational cell | 57 | 471.7 | 38.47 |
| Inverter | 9 | 33.78 | 2.755 |
| Sequential cell | 7 | 176.4 | 14.39 |
| Timing Repair Buffer | 47 | 405.4 | 33.06 |
| Tap cell | 75 | 93.84 | 7.653 |
| Clock buffer | 4 | 45.04 | 3.673 |
-- cell families after synthesis --
family                   count (synthesis)  synth area share [%]
adder cells (fa/ha/maj)                  9                 17.68
AND/OR/NAND/NOR                         28                 18.47
multiplexers                             8                 12.57
buffers and inverters                   12                 8.251
AND-OR/OR-AND                            9                 11.20
XOR/XNOR                                 3                 4.126
flip-flops                               7                 27.70
-- repair_timing --
| action | 4_1_cts | 5_1_grt |
|---|---|---|
| buffers inserted | 5 | 1 |
| gates resized | 22 | 21 |
| setup endpoints to repair | 10 | 9 |
| pin swaps | 2 | 3 |
-- layout by cell type, fill, tap and decap left out, types with 2 or more instances in the layout --
cell type / Yosys / routed
mux2i_1: 8 / 8
clkdlybuf4s50_1: 0 / 25
nand2_1: 20 / 20
nand3_1: 3 / 3
buf_4: 0 / 9
buf_2: 0 / 3
o21ai_1: 1 / 2
dfrtp_1: 6 / 6
clkbuf_8: 0 / 3
ha_1: 9 / 3
clkbuf_2: 0 / 5
inv_1: 9 / 8
ha_4: 0 / 4
ha_2: 0 / 2
xnor2_1: 2 / 2
dlygate4sd2_1: 0 / 3
Power figures rest on the tool's default switching activity, not on a simulated workload.
