[./run.sh]
#!/bin/bash
# OpenROAD 26Q1-2900-gdf79404cd8, Yosys 0.63+post, stock flow scripts
make -C /OpenROAD-flow-scripts/flow DESIGN_CONFIG=/design/flow/config.mk WORK_HOME=/design/flow/orfs finish
[./config.mk]
export PLATFORM = sky130hd
export DESIGN_NAME = fifoMerge
export DESIGN_NICKNAME = fifoMerge
export VERILOG_FILES = /design/flow/design.v
export SDC_FILE = /design/flow/constraint.sdc
export NUM_CORES = 4
export LEC_CHECK = 1
export CORE_AREA = 10 10 91 91
export DIE_AREA = 0 0 101 101
[./constraint.sdc]
current_design fifoMerge

set clk_period 2.7
set clk_io_pct 0.2

create_clock -name clk0 -period $clk_period [get_ports {clock}]

set non_clock_inputs [all_inputs -no_clocks]
set_input_delay [expr $clk_period * $clk_io_pct] -clock clk0 $non_clock_inputs
set_output_delay [expr $clk_period * $clk_io_pct] -clock clk0 [all_outputs]
[./design.v]
module fifoMerge  (clock, reset, req_data1, FIFO1_full, FIFO1_empty, dataIn1, 
                               req_data2, FIFO2_full, FIFO2_empty, dataIn2, dataOut,push_dataOut);
parameter width = 8;
parameter depth = 4;
parameter depth2 = (depth+depth);
input clock;
input reset;
input [width-1 : 0] dataIn1, dataIn2;                         
input FIFO1_full,FIFO2_full,FIFO1_empty,FIFO2_empty;          
output [width-1 : 0] dataOut;
output req_data1,req_data2;                       
output push_dataOut;                              
reg [width-1 : 0] dataOut;
reg req_data1,req_data2;
reg [depth:0] count;
parameter [1:0]     
  S0 = 2'b00,    
  S1 = 2'b01;    
reg [2:0] current_state, next_state;
reg push_dataOut;
always@(posedge clock or negedge reset)
  if (!reset) 
     begin
	   current_state <= S0;
	   count <=0;
	 end
  else 
    begin
	  current_state <= next_state;
	  count <= count + (!req_data1 | !req_data2);
	end
always@(*)
 begin
   case (current_state)
     S0: begin                                      
          dataOut = 8'b00000000;
		  push_dataOut = 1'b1;
		  req_data1 = 1; req_data2 = 1;
          if (FIFO1_full & FIFO2_full)
		    next_state <= S1;                      
	      else 
		    next_state <= S0;
		  end
     S1: begin                                     
	       if (count >=  (depth2-1))
             next_state <= S0;
           else			 
		     next_state <= S1;
           if (!FIFO1_empty & !FIFO2_empty)      
	         begin
	          if (dataIn1 < dataIn2)
	            begin
				 dataOut = dataIn1;
				 push_dataOut = 1'b0;
				 req_data1 = 0;
				 req_data2 = 1;
		        end
			  else
			    begin  
			     dataOut = dataIn2;
			     push_dataOut = 1'b0;
			     req_data1 = 1;
			     req_data2 = 0;
			     end
			 end	 
			else                              
                begin
                  if (FIFO1_empty)           
				    begin
					  dataOut = dataIn2;
					  push_dataOut = 1'b0;
			          req_data1 = 1;
			          req_data2 = 0;
			        end
				  else
				     begin
	                   dataOut = dataIn1;
	                   push_dataOut = 1'b0;
				       req_data1 = 0;
				       req_data2 = 1;
		             end
		        end
		 end
     default:
			begin
			push_dataOut = 1'b1; 	 
			dataOut = 8'b00000000;
			req_data1 = 1;
			req_data2 = 1;
			next_state <= S0;
			end
	  endcase
end
 endmodule
==> metrics.yaml <==
outcome: "finished clean"
finalSetupViolations: 0
grt_pass1_vias: 684
r2r_cells: 5
finalHoldViolations: 0
tool_warnings: 27
clk_latency_ps: 220
yosysChipArea_sq_um: 637
period_used_pct: 95.7
post_synth.cell_area_avg_sq_um: 8.38
diodes: 0
worstReg2RegStart: "current_state[1]$_DFF_PN0_"
grt_max_degree: 18
cts_tree: "yes"
path_max_fanout: 5
dp_hpwl_um: 1660
setup_ws_ps: 116
drv_cap: 0
min_to: "count[4]$_DFF_PN0_"
skew_ps: 1.85
fp_util_pct: 10.0
edf_count: 0
grt_pass1_wl_um: 3440
min_from: "count[4]$_DFF_PN0_"
finalWeightedCongestion: 0.733
die_w_um: 101
syn_to_final_growth_pct: 82.9
top_cell_area_share_pct: 23.6
synth_seq_share_pct: 27.7
final_area_sq_mm: 0.00116
cp.required_ps: 2160
cts_hold_buf: 0
num_vias: 679
hold_path_depth: 1
drcViolationCount: 0
synth_stat.cells: 76
cts.sinks: 7
synth_area_sq_um: 637
track_usage_pct: 4.04
rr_endpoint: "count[4]$_DFF_PN0_"
arrival_ps: 2040
route.met3.wl_um: 156
die_area_sq_mm: 0.0102
netlist_top_cells_area: "dfrtp_1, ha_1, mux2i_1"
cts-buffers-inserted: 3
rsz0062_at_grt: "true"
drive_above_1_share_pct: 48.3
crit_type: "input port to primary output"
cts_max_path_buffers: 2
portBuffers: 32
synth_cell_type_count: 23
rows: 29
firstDrtPassIters: 4
top_layer_used: "met4"
yosys_warnings: 1
wl_per_cell_um: 11.0
reg2reg_slack_ps: 1020
period_needed_ps: 2580
startpoint_type: "input port"
pre_cts_slack_ps: -758
finalMaxSlewViolations: 0
path_clk_slew_ps: 40
postSynthCellCount: 76
htree_levels: 1
drtAntennaViolNets: 0
numSynthFlops: 7
leakagePower_uw: 0.000517
top_area_cell: "dfrtp_1"
vdd_ir_drop_max_mv: 0.376
clockRootBuffer: "clkbuf_8"
placed_cell_area_sq_mm: 0.00106
tightest_slew_ps: 571
fp.coreArea_sq_mm: 0.00635
p_per_area_mw_per_mm2: 452
wl_um: 2140
antenna_found_initial: 0
hold_path_class: "flip-flop to flip-flop"
synthArstFlopShare_pct: 100
grt-ovfl-total: 0
ys.flop_type: "dfrtp_1"
via_per_inst: 3.48
end_kind: "primary output"
wl_met2_um: 978
io_pins: 33
met1_length_um: 967
max_freq_mhz: 387
die_y_um: 101
dr.first_iter.drc_count: 11
slew_headroom_pct: 61.9
[metrics by stage]
stage / hold WS [ps] / utilization (%) / setup TNS [ps] / cells / power [uW]
after floorplan: 244 / - / 0 / 76 / 274
after global placement: 462 / 16.7 / -6830 / 185 / 363
after detailed placement: 471 / 16.7 / -6900 / 185 / 366
after CTS: 481 / 19.2 / -18.7 / 196 / 537
after global routing: 495 / 18.3 / -57.1 / 195 / 567
final: 478 / 18.3 / 0 / 195 / 526
[cell usage in the layout (no fill, tap or decap), drive strengths merged]
| master | count |
|---|---|
| nand2b | 1 |
| nor2b | 1 |
| a22o | 1 |
| dfrtp | 6 |
| ha | 9 |
| nand3 | 3 |
| nor2 | 1 |
| o21ai | 3 |
| a221oi | 1 |
| xnor2 | 2 |
| clkbuf | 15 |
| a311o | 1 |
| a21oi | 2 |
| nor3 | 1 |
| dlygate4sd2 | 3 |
| nand2 | 20 |
| dlymetal6s2s | 1 |
| buf | 20 |
| nand4 | 1 |
| inv | 9 |
| a211oi | 1 |
| xor2 | 1 |
| clkdlybuf4s50 | 6 |
| dfstp | 1 |
| mux2i | 8 |
[routing by layer]
| metal | global-route usage (%) | vias to the layer above |
|---|---|---|
| met5 | 0 | - |
| met4 | 0.857 | 0 |
| met3 | 1.59 | 2 |
| met2 | 6.09 | 22 |
| met1 | 5.32 | 316 |
| li1 | - | 339 |
[repair_timing]
| item | CTS | global route |
|---|---|---|
| gates resized | 80 | 26 |
| cloned | 0 | 0 |
| setup buffers | 7 | 1 |
| pin swaps | 11 | 8 |
| endpoints found under the setup margin | 10 | 9 |
[Yosys cell counts, types with 2 or more instances]
cell / n
nand3_1: 3
clkbuf_1: 2
a21oi_1: 2
inv_1: 9
mux2i_1: 8
nand2_1: 20
ha_1: 9
xnor2_1: 2
o21ai_0: 2
dfrtp_1: 6
[report_power, final]
part	internal [uW]	switching, uW	leakage [uW]
logic	108	75.3	0.000411
registers	155	43.3	0.0000835
clock network	102	42.8	0.0000228
[sequential cells by signal, summed over array words and instances, names as in the netlist]
| register | cells |
|---|---|
| current_state | 2 |
| count | 5 |
[area by class of cell]
type                            count  area, sq um
Fill cell                         695         5180
Multi-Input combinational cell     57          514
Timing Repair Buffer               41          297
Sequential cell                     7          176
Tap cell                           77         96.3
Clock buffer                        4         45.0
Inverter                            9         36.3
[worst max-delay path by stage]
stage / start / to / slack, ps / cells past startpoint
after CTS: dataIn2[2] / dataOut[5] / -20 / 11
after global routing: dataIn1[2] / dataOut[1] / -20 / 9
final: dataIn1[2] / req_data2 / 120 / 9
[logic make-up (layout without fill, tap and decap cells)]
| family | after synthesis | after routing | share of synthesized area, % |
|---|---|---|---|
| and+or+nand+nor | 28 | 28 | 18.5 |
| buffers and inverters | 12 | 54 | 8.25 |
| adders and majority gates | 9 | 9 | 17.7 |
| AOI/OAI and AO/OA | 9 | 9 | 11.2 |
| muxes | 8 | 8 | 12.6 |
| DFF | 7 | 7 | 27.7 |
| xor gates and xnor gates | 3 | 3 | 4.13 |
[critical path, stage by stage]
cell	delay (ps)
buf_6	100
ha_4	230
a211oi_2	190
o21ai_2	90
a221oi_2	280
buf_4	200
buf_4	120
nand2b_4	100
dlygate4sd2_1	190
Power figures rest on the tool's default switching activity, not on a simulated workload.
