==> design.v <==
module RegFile (clock, WE, WriteAddress, WriteBus, ReadBus0,ReadBus1,ReadBus2,ReadBus3,ReadBus4,ReadBus5,ReadBus6,ReadBus7,ReadBus8,ReadBus9,
                 ReadBus10,ReadBus11,ReadBus12,ReadBus13,ReadBus14,ReadBus15,ReadBus16,ReadBus17,ReadBus18,ReadBus19,ReadBus20,ReadBus21,ReadBus22,ReadBus23,ReadBus24,
				 ReadBus25,ReadBus26,ReadBus27,ReadBus28,ReadBus29,ReadBus30,ReadBus31);
input clock, WE;
input [4:0] WriteAddress;
input [7:0] WriteBus;
output [7:0] ReadBus0,ReadBus1,ReadBus2,ReadBus3,ReadBus4,ReadBus5,ReadBus6,ReadBus7,ReadBus8,ReadBus9,
             ReadBus10,ReadBus11,ReadBus12,ReadBus13,ReadBus14,ReadBus15,ReadBus16,ReadBus17,ReadBus18,ReadBus19,ReadBus20,ReadBus21,ReadBus22,ReadBus23,ReadBus24,
			 ReadBus25,ReadBus26,ReadBus27,ReadBus28,ReadBus29,ReadBus30,ReadBus31;
reg [7:0] my_memory [0:31];  
wire [31:0] WElines;
integer i;
assign WElines = (WE << WriteAddress);
always@(posedge clock)
	for (i=0; i<=31; i=i+1)
		if (WElines[i]) my_memory[i] <= WriteBus;
assign ReadBus0  = my_memory[5'd0];
assign ReadBus1  = my_memory[5'd1];
assign ReadBus2  = my_memory[5'd2];
assign ReadBus3  = my_memory[5'd3];
assign ReadBus4  = my_memory[5'd4];
assign ReadBus5  = my_memory[5'd5];
assign ReadBus6  = my_memory[5'd6];
assign ReadBus7  = my_memory[5'd7];
assign ReadBus8  = my_memory[5'd8];
assign ReadBus9  = my_memory[5'd9];
assign ReadBus10 = my_memory[5'd10];
assign ReadBus11 = my_memory[5'd11];
assign ReadBus12 = my_memory[5'd12];
assign ReadBus13 = my_memory[5'd13];
assign ReadBus14 = my_memory[5'd14];
assign ReadBus15 = my_memory[5'd15];
assign ReadBus16 = my_memory[5'd16];
assign ReadBus17 = my_memory[5'd17];
assign ReadBus18 = my_memory[5'd18];
assign ReadBus19 = my_memory[5'd19];
assign ReadBus20 = my_memory[5'd20];
assign ReadBus21 = my_memory[5'd21];
assign ReadBus22 = my_memory[5'd22];
assign ReadBus23 = my_memory[5'd23];
assign ReadBus24 = my_memory[5'd24];
assign ReadBus25 = my_memory[5'd25];
assign ReadBus26 = my_memory[5'd26];
assign ReadBus27 = my_memory[5'd27];
assign ReadBus28 = my_memory[5'd28];
assign ReadBus29 = my_memory[5'd29];
assign ReadBus30 = my_memory[5'd30];
assign ReadBus31 = my_memory[5'd31];
endmodule
==> run.sh <==
#!/bin/bash
# OpenROAD 26Q1-2900-gdf79404cd8, Yosys 0.63+post, stock flow scripts
make -C /OpenROAD-flow-scripts/flow DESIGN_CONFIG=/design/flow/config.mk WORK_HOME=/design/flow/orfs finish
==> config.mk <==
export PLATFORM = sky130hd
export DESIGN_NAME = RegFile
export DESIGN_NICKNAME = RegFile
export VERILOG_FILES = /design/flow/design.v
export SDC_FILE = /design/flow/constraint.sdc
export NUM_CORES = 4
export LEC_CHECK = 1
export CORE_UTILIZATION = 50
==> constraint.sdc <==
current_design RegFile

set clk_period 2.4
set clk_io_pct 0.2

create_clock -name clk0 -period $clk_period [get_ports {clock}]

set non_clock_inputs [all_inputs -no_clocks]
set_input_delay [expr $clk_period * $clk_io_pct] -clock clk0 $non_clock_inputs
set_output_delay [expr $clk_period * $clk_io_pct] -clock clk0 [all_outputs]
==> run_summary.xml <==
<?xml version="1.0" encoding="UTF-8"?>
<metrics>
  <group name="routing">
    <metric name="avgRoutedWirePerCell" unit="um">23.4</metric>
    <metric name="first_pass_iters" unit="">4</metric>
    <metric name="vias_per_cell" unit="">5.05</metric>
    <metric name="drt-total-wl" unit="um">20400</metric>
    <metric name="antennaDiodeCount" unit="">0</metric>
    <metric name="drt_iter0_drc" unit="">224</metric>
    <metric name="routed-via-count" unit="">4399</metric>
    <metric name="route.antenna.remaining_nets" unit="">0</metric>
    <metric name="post-route-drc-count" unit="">0</metric>
  </group>
  <group name="global_route">
    <metric name="grt_antenna_before_repair" unit="">0</metric>
    <metric name="gr_layer_usage_met1" unit="">0.418</metric>
    <metric name="grt_start_max_net_pins" unit="">33</metric>
    <metric name="grt_usage" unit="">0.292</metric>
    <metric name="overflow" unit="">0</metric>
    <metric name="grt_util_met3" unit="">0.219</metric>
    <metric name="grt_most_used_layer" unit="">met1</metric>
    <metric name="grt_pass1_wl" unit="um">29300</metric>
    <metric name="gr-usage-met2" unit="">0.407</metric>
    <metric name="via_count_of_the_first_global_routing_pass" unit="">4704</metric>
  </group>
  <group name="floorplan">
    <metric name="fp_util" unit="">0.517</metric>
    <metric name="die_h" unit="um">128</metric>
    <metric name="design.core.area" unit="sq um">15300</metric>
    <metric name="die_area" unit="sq um">16300</metric>
    <metric name="die_w" unit="um">128</metric>
    <metric name="top_level_ports" unit="">271</metric>
    <metric name="fp-row-count" unit="">45</metric>
  </group>
  <group name="clock_network">
    <metric name="cts_made_buffers" unit="">25</metric>
    <metric name="post_cts_resized" unit="">0</metric>
    <metric name="cts-root-to-sink-buffers" unit="">3</metric>
    <metric name="cts_tree" unit="">done</metric>
    <metric name="cts.sink_count" unit="">256</metric>
    <metric name="clkTransAtPathRegs" unit="ps">60</metric>
    <metric name="htreeDepth" unit="">1</metric>
    <metric name="post_cts.repair.setup_buffers" unit="">0</metric>
    <metric name="post_cts_hold_buffer_count" unit="">0</metric>
    <metric name="cts_root_buffer" unit="">sky130_fd_sc_hd__clkbuf_16</metric>
  </group>
  <group name="final_layout">
    <metric name="postLayoutCoreUtil" unit="">0.788</metric>
    <metric name="largest-register" unit="">my_memory</metric>
    <metric name="fillCellCount" unit="">832</metric>
    <metric name="layout.cells.most_common_list" unit="">sky130_fd_sc_hd__clkdlybuf4s50_1 (270), sky130_fd_sc_hd__edfxtp_1 (256), sky130_fd_sc_hd__buf_4 (46)</metric>
    <metric name="most_numerous_logic_cell_after_layout" unit="">sky130_fd_sc_hd__clkdlybuf4s50_1</metric>
    <metric name="largest_register_ffs" unit="">256</metric>
    <metric name="area_growth_synth_to_finish" unit="%">52.3</metric>
    <metric name="layout-drive-gt1-share" unit="">0.126</metric>
    <metric name="layout_top_registers" unit="">my_memory (256)</metric>
  </group>
  <group name="timing">
    <metric name="timing.final.hold_violations" unit="">0</metric>
    <metric name="final.setup.tns" unit="ps">0</metric>
    <metric name="max_freq" unit="MHz">511</metric>
    <metric name="slew-limit-headroom" unit="">0.684</metric>
    <metric name="post-route-period-util" unit="">0.815</metric>
    <metric name="worstMarginPinSlew" unit="ps">474</metric>
    <metric name="setup_repair_after_global_routing_missed_its_margin" unit="">false</metric>
    <metric name="finalSetupViolCount" unit="">0</metric>
    <metric name="timing.final.crit_period" unit="ps">1960</metric>
    <metric name="maxSlewViolCount" unit="">0</metric>
  </group>
  <group name="setup_path">
    <metric name="critical-path-max-stage-delay" unit="ps">560</metric>
    <metric name="worst_ep_required_time" unit="ps">1920</metric>
    <metric name="worst-setup-path-type" unit="">flip-flop to output pin</metric>
    <metric name="timing.critical_path.fanout_max" unit="">1</metric>
    <metric name="critPathCaptureType" unit="">output pin</metric>
    <metric name="cells_along_the_critical_path" unit="">clkdlybuf4s50_1</metric>
    <metric name="critPathBufInv" unit="">1</metric>
    <metric name="critical_path.slowest_cell" unit="">sky130_fd_sc_hd__clkdlybuf4s50_1</metric>
    <metric name="startpoint_type" unit="">flip-flop</metric>
    <metric name="worst_ep_arrival_time" unit="ps">1480</metric>
    <metric name="critical-path-top-delay-family" unit="">buffers and inverters</metric>
  </group>
  <group name="synth">
    <metric name="netlist_instances" unit="">303</metric>
    <metric name="ys_warn_count" unit="">2</metric>
    <metric name="yosys-stat-cells" unit="">303</metric>
    <metric name="post_synth_instance_area" unit="sq um">7920</metric>
    <metric name="synthesis.area_per_instance" unit="sq um">26.1</metric>
    <metric name="ys_seq_frac" unit="">0.971</metric>
    <metric name="chip_area_from_the_yosys_synthesis_statistics" unit="sq um">7920</metric>
    <metric name="synthDistinctLibCells" unit="">10</metric>
    <metric name="synth-seq-cells" unit="">256</metric>
  </group>
  <group name="power_and_ir_drop">
    <metric name="leakagePower" unit="nW">4.07</metric>
    <metric name="powerDensity" unit="nW/um^2">758</metric>
    <metric name="vdd_ir_drop_max" unit="uV">664</metric>
  </group>
  <group name="worst_hold_path">
    <metric name="hold_start" unit="">WriteBus[1]</metric>
    <metric name="min-delay-path-class" unit="">input port to flip-flop</metric>
    <metric name="hold-path-endpoint" unit="">my_memory[17][1]</metric>
    <metric name="cells_on_worst_hold_path" unit="">2</metric>
  </group>
  <group name="place">
    <metric name="port-buffer-count" unit="">270</metric>
    <metric name="finalWeightedCongestion" unit="">0.830</metric>
    <metric name="dp.final_hpwl" unit="um">12700</metric>
  </group>
  <group name="outcome">
    <metric name="outcome" unit="">finished clean</metric>
  </group>
  <group name="job">
    <metric name="openroad.warnings" unit="">26</metric>
    <metric name="cap_violations" unit="">0</metric>
  </group>
</metrics>
## layer usage
layer	up-vias	routed length (um)
met4	0	455
met1	2100	6730
met5	-	0
met2	378	9410
li1	1887	-
met3	34	3800
## through the flow
| stage | setup WS [ps] | hold WS [ps] | instance area (sq um) | power [mW] | instances |
|---|---|---|---|---|---|
| floorplan | 562 | 579 | 7920 | 5.10 | 303 |
| global placement | 197 | 1210 | 11200 | 5.35 | 828 |
| detailed placement | 183 | 1210 | 11200 | 5.35 | 828 |
| CTS | 444 | 764 | 12100 | 9.19 | 871 |
| global route | 403 | 782 | 12100 | 9.39 | 871 |
| finish | 444 | 786 | 12100 | 9.14 | 871 |
## cell type report
class / count / area [sq um] / share of cell area
well taps: 211 / 264 / 0.0219
multi-input cells: 44 / 219 / 0.0182
clock inverters: 13 / 179 / 0.0148
flip-flops and latches: 256 / 7690 / 0.637
repair buffers: 317 / 3070 / 0.254
clock buffers: 30 / 644 / 0.0534
## cells in the mapped netlist
cell                          n  area, sq um
sky130_fd_sc_hd__clkbuf_1     3         11.3
sky130_fd_sc_hd__edfxtp_1   256         7690
sky130_fd_sc_hd__nand2_1      1         3.75
sky130_fd_sc_hd__nand2b_1     2         12.5
sky130_fd_sc_hd__nand4_1      1         6.26
sky130_fd_sc_hd__nand4b_1     3         26.3
sky130_fd_sc_hd__nand4bb_1    3         33.8
sky130_fd_sc_hd__nor2_1      32          120
sky130_fd_sc_hd__or2_2        1         6.26
sky130_fd_sc_hd__or4b_1       1         10.0
## worst max-delay path by stage
| stage | start | endpoint | slack, ps | depth (start not counted) |
|---|---|---|---|---|
| after CTS | my_memory[25][3] | ReadBus25[3] | 440 | 1 |
| after global routing | my_memory[18][1] | ReadBus18[1] | 400 | 1 |
| final | my_memory[25][3] | ReadBus25[3] | 440 | 1 |
## logic make-up after synthesis
kind of cell  Yosys count  synth area share
buf+inv                 3           0.00142
flops                 256             0.971
simple gates           44            0.0277
## where the power goes
part	internal (mW)	leakage [nW]	switching, mW	total, mW
logic	0.123	1.37	0.146	0.269
registers	4.97	2.31	0.0147	4.99
clock network	2.34	0.399	1.54	3.88
Power is estimated from default activity; no workload was simulated.
